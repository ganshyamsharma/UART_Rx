File: /design/flow/design.v
module uart_rx #(parameter CLK_PER_BIT = 10417)		 
(
	input i_clk, 
	input i_serial_data,
	output o_dv,
	output reg [7:0] o_rx_byte
);
	localparam s_idle = 0;
	localparam s_rx_start = 1;
	localparam s_rx_data = 2;
	localparam s_stop = 3;
	localparam s_final = 4;
	reg [2:0] r_state = 0, r_next_state = 0;
	reg [$clog2(CLK_PER_BIT)-1 : 0] r_clk_counter = 0;
	reg [3:0] r_bit_counter = 0;
	always @(*) begin
		case(r_state)
			s_idle: 
				begin
					r_next_state = i_serial_data ? s_idle : s_rx_start;
				end
			s_rx_start: 
				begin
					r_next_state = (r_clk_counter == CLK_PER_BIT) ? s_rx_data : s_rx_start;
				end
			s_rx_data:
				begin
					r_next_state = (r_bit_counter == 8) ? s_stop : s_rx_data;
				end
			s_stop:
				begin
					r_next_state = (r_clk_counter == CLK_PER_BIT) ? s_final : s_stop;					
				end
			s_final:
				begin
					r_next_state = s_idle;
				end
			default: r_next_state = s_idle;
		endcase
	end
	reg [7:0] r_rx_byte = 0;
	reg r_dv;
	reg r_stop_state_correct = 0;       
	always @(posedge i_clk) begin
		r_state <= r_next_state;
		case(r_state)
		    s_idle:
		        begin
		            r_dv <= 0;
		        end
			s_rx_start: 
				begin
					if(r_clk_counter == CLK_PER_BIT)
						r_clk_counter <= 0;
					else
						r_clk_counter <= r_clk_counter + 1'b1;
				end
			s_rx_data:
				begin
					if(r_bit_counter < 8)
						begin
							if((r_clk_counter == (CLK_PER_BIT/2)) & (r_bit_counter == 0))
								begin
									r_rx_byte[r_bit_counter] <= i_serial_data;
									r_clk_counter <= 0;
									r_bit_counter <= r_bit_counter + 1;
								end
							else if((r_clk_counter == CLK_PER_BIT) & (r_bit_counter < 7))
								begin
									r_rx_byte[r_bit_counter] <= i_serial_data;
									r_clk_counter <= 0;
									r_bit_counter <= r_bit_counter + 1;
								end
							else if((r_clk_counter == (CLK_PER_BIT)) & (r_bit_counter == 7))
							     begin
							         r_clk_counter <= 0;
							         r_rx_byte[r_bit_counter] <= i_serial_data;
							         r_stop_state_correct <= 1;
							     end
							else if((r_stop_state_correct == 1) & (r_bit_counter == 7) & (r_clk_counter == CLK_PER_BIT/2))
							     begin
							         r_stop_state_correct <= 0;
							         r_bit_counter <= r_bit_counter + 1;
							         r_clk_counter <= 0;
							     end
							else
								begin
									r_clk_counter <= r_clk_counter + 1;
								end
						end
					else if(r_bit_counter == 8)
						begin
							r_bit_counter <= 0;
						end
				end
			s_stop:
				begin
                    if(r_clk_counter == (CLK_PER_BIT)) 
					   begin
					       r_clk_counter <= 0;		
					   end
					else
					   begin
						   r_clk_counter <= r_clk_counter + 1;
					   end
				end				
			s_final:
				begin
					r_dv <= 1'b1;
				end
		endcase
	end
	assign o_dv = r_dv;
	always @(posedge r_dv) begin
	   o_rx_byte <= r_rx_byte;
	   r_rx_byte <= 0;
	end
endmodule
File: /design/flow/run.sh
#!/bin/bash
# OpenROAD 26Q1-2900-gdf79404cd8, Yosys 0.63+post, stock flow scripts
make -C /OpenROAD-flow-scripts/flow DESIGN_CONFIG=/design/flow/config.mk WORK_HOME=/design/flow/orfs finish
File: /design/flow/config.mk
export PLATFORM = sky130hd
export DESIGN_NAME = uart_rx
export DESIGN_NICKNAME = uart_rx
export VERILOG_FILES = /design/flow/design.v
export SDC_FILE = /design/flow/constraint.sdc
export NUM_CORES = 4
export LEC_CHECK = 1
export CORE_UTILIZATION = 30
File: /design/flow/constraint.sdc
current_design uart_rx

set clk_period 3.0
set clk_io_pct 0.2

create_clock -name clk0 -period $clk_period [get_ports {i_clk}]

set non_clock_inputs [all_inputs -no_clocks]
set_input_delay [expr $clk_period * $clk_io_pct] -clock clk0 $non_clock_inputs
set_output_delay [expr $clk_period * $clk_io_pct] -clock clk0 [all_outputs]
==> results.sh <==
# flow metrics
export IMPL_clk_insertion_delay_late_ns=0.26
export IMPL_slew_headroom_pct=59.51
export IMPL_slew_viol_final=0
export IMPL_p_leak_nw=0.5545
export IMPL_wl_met3_um=19
export IMPL_grt_max_degree=15
export IMPL_viasPerCell=4.762
export IMPL_htree_levels=1
export IMPL_cp_startpoint="r_clk_counter[0]$_DFFE_PP_"
export IMPL_post_place_cells=181
export IMPL_p_per_area_nw_per_um2=360.8
export IMPL_die_w_um=70.01
export IMPL_synthMuxAreaShare_pct=0
export IMPL_clk_root_buffer_cell="clkbuf_8"
export IMPL_fp_utilization_pct=31.43
export IMPL_drt_total_wl_mm=2.169
export IMPL_cts_sinks=23
export IMPL_synth_seq_share_pct=47.61
export IMPL_rows=24
export IMPL_clock_path_buffers=2
export IMPL_setup_ws_ns=0.5531
export IMPL_final_setup_tns_ns=0
export IMPL_crit_path_end_kind="flip-flop"
export IMPL_layout_top_cells="edfxtp_1 (20), nor2_1 (19), nand2_1 (8), conb_1 (8)"
export IMPL_overflow=0
export IMPL_cp_data_arrival_time_ns=2.35
export IMPL_post_cts_resized=0
export IMPL_cts_tree="built"
export IMPL_hpwl_mm=1.576
export IMPL_cp_max_fo=5
export IMPL_fin_cells=185
export IMPL_status="finished, final reports clean"
export IMPL_synth_distinct_cells=33
export IMPL_syn_area_per_cell_sq_um=10.59
export IMPL_final_comb_area_sq_um=648.1
export IMPL_post_place_ws_ns=0.5815
export IMPL_period_minus_slack_ns=2.447
export IMPL_ys_sh_xor_pct=8.206
export IMPL_yosys_warnings=17
export IMPL_ys_top_logic_family="simple AND/OR/NAND/NOR gates"
export IMPL_final_period_utilization_pct=81.56
export IMPL_crit_type="flip-flop to flip-flop"
export IMPL_wl_met1_mm=1.196
export IMPL_syn_area_sq_um=1388
export IMPL_path_clk_slew_ns=0.08
export IMPL_finalSetupViolCount=0
export IMPL_yosys_area_share_simple_pct=26.60
export IMPL_num_vias=881
export IMPL_maxCapViolations=0
export IMPL_fa_ha_area_share_pct=4.509
export IMPL_yosys_area_sq_um=1388
export IMPL_warning_count=28
export IMPL_regToRegStartpoint="r_clk_counter[0]$_DFFE_PP_"
export IMPL_fmax_mhz=408.7
export IMPL_area_growth_pct=6.131
export IMPL_hp_start="r_state[2]$_DFF_P_"
export IMPL_syn_inst=131
export IMPL_grt_use_total_pct=8.962
export IMPL_grt_setup_unrepaired="no"
export IMPL_grt_pass1_wl_mm=3.594
export IMPL_vdd_drop_max_mv=0.1255
export IMPL_port_buffers=2
export IMPL_hold_violations=0
export IMPL_aoi_share_pct=5.230
export IMPL_cp_start_kind="flip-flop"
export IMPL_synthArstFlopShare_pct=0
export IMPL_place_congestion=0.8170
export IMPL_drive_gt1_share_pct=9.774
export IMPL_grt_pass1_vias=812
export IMPL_num_fill_cells=432
export IMPL_regArea_sq_um=660.6
export IMPL_synth_edff_count=20
export IMPL_ys_ff=23
export IMPL_final_common_cell="edfxtp_1"
export IMPL_fp_dieH_um=70.01
export IMPL_drt_iter0_markers=70
export IMPL_cts_setup_buffers=0
export IMPL_ys_dominant_reg_cell="edfxtp_1"
export IMPL_hold_class="flip-flop to flip-flop"
export IMPL_dr_wl_met2_um=924
export IMPL_wl_per_cell_um=11.72
export IMPL_firstDrtPassIters=4
export IMPL_diodes=0
export IMPL_pin_count=11
export IMPL_dieArea_sq_um=4901
export IMPL_core_sq_um=4414
export IMPL_worstMarginPinSlew_ns=0.6061
export IMPL_cts_buffers=3
export IMPL_top_layer="met4"
export IMPL_ant_nets=0
export IMPL_ys_cells=131
export IMPL_hold_buffers=0
export IMPL_finClkSkew_ns=0.003261
export IMPL_cp_required_ns=2.90
export IMPL_drc=0
export IMPL_antenna_found_initial=0
metal layers:
metal,vias to the layer above,global-route usage [%]
li1,451,-
met1,423,15.27
met2,5,13.03
met3,2,0.8759
met4,0,1.556
met5,-,0
flip-flops by register name, summed over array words and instances, names as in the netlist:
signal,cells
r_state,3
r_bit_counter,4
r_dv,1
r_clk_counter,14
r_stop_state_correct,1
worst paths after layout:
check                                                       to  slack, ns  depth (start not counted)
worst max-delay path            r_bit_counter[0]$_SDFFCE_PP0P_       0.55                          6
worst min-delay path                        r_state[0]$_DFF_P_       0.51                          1
worst min register to register              r_state[0]$_DFF_P_       0.51                          1
worst max register to register  r_bit_counter[0]$_SDFFCE_PP0P_       0.55                          6
final cells by class:
type,count,share of cell area (%)
well taps,52,4.418
clock buffers,4,3.059
flip-flops and latches,23,44.86
repair buffers,3,1.869
multi-input cells,96,44.01
inverters,7,1.784
critical path, stage by stage, from the launching register on:
cell and delay (ns):
edfxtp_1 0.45, inv_1 0.09, ha_1 0.13, or4bb_1 0.52
nor4_4 0.23, a221oi_2 0.11, a2111oi_2 0.57
kinds of logic after synthesis:
| kind of cell | count (synthesis) |
|---|---|
| buffers and inverters | 19 |
| XOR/XNOR | 13 |
| adder cells (fa/ha/maj) | 5 |
| AND-OR/OR-AND | 9 |
| other | 1 |
| AND/OR/NAND/NOR | 61 |
| flip-flops | 23 |
power breakdown:
part	leakage (nW)	internal (mW)	total, mW	switching, mW
clock	0.0228	0.0946	0.188	0.0933
combinational	0.306	0.00112	0.00162	0.000500
sequential	0.226	0.342	0.342	0
stage by stage:
stage                     total power [mW]  hold slack, ns  utilization, %  cell area, sq um
after detailed placement            0.3510          0.4824           32.34              1428
after floorplan                     0.3566          0.4617               -              1414
final                               0.5314          0.5112           33.36              1473
after global placement              0.3512          0.4922           32.34              1428
after CTS                           0.5384          0.5035           33.36              1473
after global routing                0.5488          0.5549           33.36              1473
synth_stat cells (all sizes together), types with 2 or more instances:
| cell | n | area, sq um |
|---|---|---|
| nand2 | 8 | 30.03 |
| edfxtp | 20 | 600.6 |
| dfxtp | 3 | 60.06 |
| nor3 | 4 | 20.02 |
| xor2 | 6 | 52.55 |
| a21oi | 3 | 15.01 |
| inv | 7 | 26.28 |
| nor2 | 19 | 71.32 |
| nor4 | 3 | 48.80 |
| nand4 | 3 | 18.77 |
| nand4bb | 3 | 38.79 |
| buf | 9 | 67.56 |
| o21ai | 2 | 10.01 |
| ha | 5 | 62.56 |
| xnor2 | 7 | 61.31 |
| nand2b | 2 | 12.51 |
| nand3 | 6 | 30.03 |
| clkbuf | 3 | 11.26 |
| and3 | 6 | 37.54 |
Power and IR drop assume default switching activity.
